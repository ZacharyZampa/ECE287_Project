==> /design/flow/design.v <==
module    LCD_Display (
  input iCLK,iRST_N,
  input [143:0] inHexChars, outHexChars,
  output [7:0]     LCD_DATA,
  output LCD_RW,LCD_EN,LCD_RS    
);
reg    [5:0]    LUT_INDEX;
reg    [8:0]    LUT_DATA;
reg    [5:0]    mLCD_ST;
reg    [17:0]    mDLY;
reg        mLCD_Start;
reg    [7:0]    mLCD_DATA;
reg        mLCD_RS;
wire        mLCD_Done;
parameter    LCD_INTIAL    =    0;
parameter    LCD_LINE1    =    5;
parameter    LCD_CH_LINE    =    LCD_LINE1+16;
parameter    LCD_LINE2    =    LCD_LINE1+16+1;
parameter    LUT_SIZE    =    LCD_LINE1+32+1;
always@(posedge iCLK or negedge iRST_N)
begin
    if(!iRST_N)
    begin
        LUT_INDEX    <=    0;
        mLCD_ST        <=    0;
        mDLY        <=    0;
        mLCD_Start    <=    0;
        mLCD_DATA    <=    0;
        mLCD_RS        <=    0;
    end
    else
    begin
        if(LUT_INDEX<LUT_SIZE)
        begin
            case(mLCD_ST)
            0:    begin
                    mLCD_DATA    <=    LUT_DATA[7:0];
                    mLCD_RS        <=    LUT_DATA[8];
                    mLCD_Start    <=    1;
                    mLCD_ST        <=    1;
                end
            1:    begin
                    if(mLCD_Done)
                    begin
                        mLCD_Start    <=    0;
                        mLCD_ST        <=    2;                    
                    end
                end
            2:    begin
                    if(mDLY<18'h3FFFE)
                    mDLY    <=    mDLY + 1'b1;
                    else
                    begin
                        mDLY    <=    0;
                        mLCD_ST    <=    3;
                    end
                end
            3:    begin
                    LUT_INDEX    <=    LUT_INDEX + 1'b1;
                    mLCD_ST    <=    0;
                end
            endcase
        end
    end
end
always
begin
    case(LUT_INDEX)
    LCD_INTIAL+0:    LUT_DATA    <=    9'h038;
    LCD_INTIAL+1:    LUT_DATA    <=    9'h00C;
    LCD_INTIAL+2:    LUT_DATA    <=    9'h001;
    LCD_INTIAL+3:    LUT_DATA    <=    9'h006;
    LCD_INTIAL+4:    LUT_DATA    <=    9'h080;
    LCD_LINE1+0:    LUT_DATA    <=    inHexChars[143:135];     
    LCD_LINE1+1:    LUT_DATA    <=    inHexChars[134:126];
    LCD_LINE1+2:    LUT_DATA    <=    inHexChars[125:117];
    LCD_LINE1+3:    LUT_DATA    <=    inHexChars[116:108];
    LCD_LINE1+4:    LUT_DATA    <=    inHexChars[107:99];
    LCD_LINE1+5:    LUT_DATA    <=    inHexChars[98:90];
    LCD_LINE1+6:    LUT_DATA    <=    inHexChars[89:81];
    LCD_LINE1+7:    LUT_DATA    <=    inHexChars[80:72];
    LCD_LINE1+8:    LUT_DATA    <=    inHexChars[71:63];
    LCD_LINE1+9:    LUT_DATA    <=    inHexChars[62:54];
    LCD_LINE1+10:    LUT_DATA    <=    inHexChars[53:45];
    LCD_LINE1+11:    LUT_DATA    <=    inHexChars[44:36];
    LCD_LINE1+12:    LUT_DATA    <=    inHexChars[35:27];
    LCD_LINE1+13:    LUT_DATA    <=    inHexChars[26:18];
    LCD_LINE1+14:    LUT_DATA    <=    inHexChars[17:9];
    LCD_LINE1+15:    LUT_DATA    <=    inHexChars[8:0];
    LCD_CH_LINE:    LUT_DATA    <=    9'h0C0;
    LCD_LINE2+0:    LUT_DATA    <=    outHexChars[143:135];   
    LCD_LINE2+1:    LUT_DATA    <=    outHexChars[134:126];
    LCD_LINE2+2:    LUT_DATA    <=    outHexChars[125:117];
    LCD_LINE2+3:    LUT_DATA    <=    outHexChars[116:108];
    LCD_LINE2+4:    LUT_DATA    <=    outHexChars[107:99];
    LCD_LINE2+5:    LUT_DATA    <=    outHexChars[98:90];
    LCD_LINE2+6:    LUT_DATA    <=    outHexChars[89:81];
    LCD_LINE2+7:    LUT_DATA    <=    outHexChars[80:72];
    LCD_LINE2+8:    LUT_DATA    <=    outHexChars[71:63];
    LCD_LINE2+9:    LUT_DATA    <=    outHexChars[62:54];
    LCD_LINE2+10:    LUT_DATA    <=    outHexChars[53:45];
    LCD_LINE2+11:    LUT_DATA    <=    outHexChars[44:36];
    LCD_LINE2+12:    LUT_DATA    <=    outHexChars[35:27];
    LCD_LINE2+13:    LUT_DATA    <=    outHexChars[26:18];
    LCD_LINE2+14:    LUT_DATA    <=    outHexChars[17:9];
    LCD_LINE2+15:    LUT_DATA    <=    outHexChars[8:0];
    default:        LUT_DATA    <=    9'dx;
    endcase
end
LCD_Controller u0(
.iDATA(mLCD_DATA),
.iRS(mLCD_RS),
.iStart(mLCD_Start),
.oDone(mLCD_Done),
.iCLK(iCLK),
.iRST_N(iRST_N),
.LCD_DATA(LCD_DATA),
.LCD_RW(LCD_RW),
.LCD_EN(LCD_EN),
.LCD_RS(LCD_RS)    );
endmodule
module LCD_Controller (    
input [7:0] iDATA,
input iRS,
input iStart,
output reg oDone,
input iCLK,iRST_N,
output [7:0] LCD_DATA,
output LCD_RW,
output reg LCD_EN,
output LCD_RS    );
parameter    CLK_Divide    =    16;
reg        [4:0]    Cont;
reg        [1:0]    ST;
reg        preStart,mStart;
assign    LCD_DATA    =    iDATA; 
assign    LCD_RW        =    1'b0;
assign    LCD_RS        =    iRS;
always@(posedge iCLK or negedge iRST_N)
begin
    if(!iRST_N)
    begin
        oDone    <=    1'b0;
        LCD_EN    <=    1'b0;
        preStart<=    1'b0;
        mStart    <=    1'b0;
        Cont    <=    0;
        ST        <=    0;
    end
    else
    begin
        preStart<=    iStart;
        if({preStart,iStart}==2'b01)
        begin
            mStart    <=    1'b1;
            oDone    <=    1'b0;
        end
        if(mStart)
        begin
            case(ST)
            0:    ST    <=    1;     
            1:    begin
                    LCD_EN    <=    1'b1;
                    ST        <=    2;
                end
            2:    begin                    
                    if(Cont<CLK_Divide)
                    Cont    <=    Cont + 1'b1;
                    else
                    ST        <=    3;
                end
            3:    begin
                    LCD_EN    <=    1'b0;
                    mStart    <=    1'b0;
                    oDone    <=    1'b1;
                    Cont    <=    0;
                    ST        <=    0;
                end
            endcase
        end
    end
end
endmodule
==> /design/flow/run.sh <==
#!/bin/bash
# OpenROAD 26Q1-2900-gdf79404cd8, Yosys 0.63+post, stock flow scripts
make -C /OpenROAD-flow-scripts/flow DESIGN_CONFIG=/design/flow/config.mk WORK_HOME=/design/flow/orfs finish
==> /design/flow/config.mk <==
export PLATFORM = sky130hd
export DESIGN_NAME = LCD_Display
export DESIGN_NICKNAME = LCD_Display
export VERILOG_FILES = /design/flow/design.v
export SDC_FILE = /design/flow/constraint.sdc
export NUM_CORES = 4
export LEC_CHECK = 1
export CORE_AREA = 10 10 180 180
export DIE_AREA = 0 0 190 190
==> /design/flow/constraint.sdc <==
current_design LCD_Display

set clk_period 3.9
set clk_io_pct 0.2

create_clock -name clk0 -period $clk_period [get_ports {iCLK}]

set non_clock_inputs [all_inputs -no_clocks]
set_input_delay [expr $clk_period * $clk_io_pct] -clock clk0 $non_clock_inputs
set_output_delay [expr $clk_period * $clk_io_pct] -clock clk0 [all_outputs]
==> run_results.csv <==
group,metric,value,unit
clock_network,clock_sinks,51,
timing,setup_slack,0.701,ns
setup_path,endpoint_kind,"flip-flop",
clock_network,cts_tree,"done",
die,fp_util,16.8,%
worst_hold_path,hold_class,"reg -> reg",
timing,setup_violations,0,
global_route,grt_use_total,18.0,%
timing,hold_viol,0,
die,die_y,190,um
clock_network,postCtsHoldBufs,0,
pwr,power,1320,uW
detailed_routing,ant_nets,0,
run,warning_count,28,
synth,yosysSeqAreaShare,26.7,%
cells_and_area,final_layout_size_suffix_gt1_share,6.90,%
timing,slew_headroom,42.7,%
clock_network,cts_buffers,5,
clock_network,clockBufferDepth,2,
die,core-area,28600,um^2
global_route,grt_pass1_vias,6437,
timing,worst_slew_pin_slew,0.837,ns
cells_and_area,layout.cells.non_filler,1261,
detailed_routing,drtIter0Drc,589,
die,die_x,190,um
synth,ys_async_sr_fraction,100,%
timing,min_period,3.20,ns
detailed_routing,first_pass_iters,5,
cells_and_area,fin_area,8390,um^2
run,cap_violations,0,
synth,ys_types,71,
pwr,p_per_area,157,nW/um^2
timing,max_freq,313,MHz
placement,port_buffers,299,
setup_path,critPathLaunchType,"flip-flop",
setup_path,arrival,3.39,ns
setup_path,path_buffers,0,
synth,ys_cells,579,
placement,post_dp_cell_area,8220,um^2
die,io_pins,301,
clock_network,ctsResizeCount,0,
clock_network,clkSlewWorstSetupHoldPaths,0.07,ns
pwr,ir_worst_vdd,155,uV
timing,grt_setup_unrepaired,"false",
placement,hpwlAfterDp,28.4,mm
global_route,antenna_found_initial,6,
placement,dp.cells,1246,
placement,routabilityCongestion,1.00,
setup_path,worstPathRequired,4.09,ns
detailed_routing,drt-vias-per-instance,4.99,
clock_network,h-tree-depth,2,
status,outcome,"finished, final reports clean",
global_route,grt_pass1_wl,46.9,mm
detailed_routing,routedWlPerCell,26.7,um
synth,ys.flops,51,
setup_path,cpLargestDelayFamily,"simple AND/OR/NAND/NOR gates",
setup_path,cp_max_fo,25,
synth,synthCells,579,
global_route,grt_max_degree,52,
synth,yosys_most_used_dff,"dfrtp_1",
clock_network,cts_setup_buffers,0,
synth,ys_area,4800,um^2
setup_path,cp_slowest_cell,"dfrtp_1",
synth,yosys_warnings,2,
timing,slew_violations,0,
cells_and_area,area_growth,74.9,%
timing,setup_tns,0,ns
detailed_routing,vias,6287,
setup_path,max_stage_delay,0.92,ns
clock_network,worstSkewPairLatency,0.29,ns
synth,edf_count,0,
die,chip_area,36100,um^2
timing,period_used_share,82.0,%
setup_path,critical_path_class,"reg -> reg",
pwr,leakagePower,0.00328,uW
synth,top_area_cell,"dfrtp_1",
clock_network,root_buffer,"clkbuf_16",
synth,top_cell_area_share,25.6,%
synth,syn_area_per_cell,8.28,um^2
die,rows,62,
timing,skew,0.00715,ns
detailed_routing,wl,33.7,mm
setup_path,worstPathCellList,"and3b_1, and3_1, a2111oi_0, nand4_1, or4_1, a22o_1",
placement,place_ws,0.651,ns
synth,syn_area,4800,um^2
synth,top_cells_by_area,"dfrtp_1 (26%), a22oi_1 (16%), and3_1 (3.7%)",
detailed_routing,drc,0,
global_route,gr-total-overflow,0,
-- final cells by class --
cell class,count,area [um^2]
antenna,7,17.5
clock buffer,5,125
clock inverter,3,22.5
fill,3027,20200
inverter,11,41.3
multi-input combinational,476,3230
sequential,51,1280
tap,384,480
timing repair buffer,324,3190
-- metrics by stage --
step                utilization [%]  hold slack (ns)
floorplan                         -            0.395
global placement               28.7            0.418
detailed placement             28.7            0.425
CTS                            29.2            0.445
global route                   29.3            0.491
finish                         29.3            0.445
-- where the power goes --
group	total, uW	switching (uW)	internal [uW]
combinational	339	82.1	257
sequential	528	0	528
clock	450	209	242
-- sequential cells by signal, indices dropped and copies added (netlist names), named ones only --
| register | cells |
|---|---|
| u0.Cont | 5 |
| mLCD_DATA | 8 |
| LUT_INDEX | 6 |
| mDLY | 18 |
| u0.ST | 2 |
| mLCD_RS | 1 |
| mLCD_ST | 3 |
| u0.LCD_EN | 1 |
| u0.mStart | 1 |
| u0.preStart | 1 |
| mLCD_Start | 1 |
| u0.oDone | 1 |
-- kinds of logic (layout without fill, tap and decap cells) --
group / after synthesis / after routing / share of synthesized area [%]
AND/OR/NAND/NOR: 239 / 239 / 28.1
AND-OR/OR-AND: 203 / 203 / 32.0
buffers and inverters: 52 / 343 / 6.16
flip-flops: 51 / 51 / 26.7
XOR/XNOR: 14 / 14 / 2.56
multiplexers: 13 / 13 / 2.87
adder cells (fa/ha/maj): 6 / 6 / 1.57
other: 1 / 8 / 0.0782
-- worst paths after layout --
kind,to,cells past startpoint,start,slack (ns)
hold reg to reg,u0.preStart,0,mLCD_Start,0.45
setup reg to reg,mLCD_DATA[2],6,LUT_INDEX[5],0.70
setup / recovery,mLCD_DATA[2],6,LUT_INDEX[5],0.70
min in group asynchronous,u0.ST[1],2,iRST_N,0.60
max in group asynchronous,u0.ST[3],2,iRST_N,2.85
hold / removal,u0.preStart,0,mLCD_Start,0.45
-- worst reg2reg max path: cells and delay by family, from the launching register on --
family | cells | cell delay, ns
DFF | 1 | 0.92
AOI/OAI and AO/OA | 2 | 0.92
and+or+nand+nor | 4 | 1.25
-- cells in the mapped netlist (all sizes together) (13+ instances only) --
cell type  count
a21oi         13
nand2         44
and3          29
nor2          37
nand3         21
nand4         21
dfrtp         49
clkbuf        21
a22oi        104
and2          16
buf           20
o21ai         24
nor3          14
-- metal layers --
metal | up-vias | part of all wire, % | GRT usage, %
met5 | - | 0 | 0
met4 | 0 | 3.8 | 7.33
met3 | 55 | 9.6 | 5.71
met2 | 404 | 48 | 28.3
met1 | 2955 | 39 | 22.6
li1 | 2873 | - | -
-- cell usage in the layout (no fill, tap or decap), types with 4 or more instances in the layout --
| cell type | instances |
|---|---|
| nand4_1 | 21 |
| buf_4 | 24 |
| inv_1 | 9 |
| nand3_1 | 21 |
| a22oi_1 | 104 |
| a2111oi_0 | 5 |
| xnor2_1 | 5 |
| ha_1 | 6 |
| a221oi_1 | 4 |
| dfrtp_1 | 49 |
| nor3_1 | 13 |
| mux2i_1 | 7 |
| or4_1 | 6 |
| a31oi_1 | 5 |
| nor2b_1 | 7 |
| and3_1 | 28 |
| nor4_2 | 4 |
| nor4_1 | 6 |
| o21ai_0 | 24 |
| nand2b_1 | 10 |
| mux2_2 | 6 |
| a22o_1 | 11 |
| and2_1 | 12 |
| nor3b_1 | 5 |
| a32oi_1 | 8 |
| nor2_1 | 34 |
| clkbuf_16 | 5 |
| diode_2 | 7 |
| xor2_1 | 9 |
| nand2_1 | 44 |
| a211oi_1 | 5 |
| clkdlybuf4s50_1 | 298 |
| a21oi_1 | 13 |
No activity file was given, so power comes from the tool's default toggle rates.
