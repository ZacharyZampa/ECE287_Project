## flow/design.v

```verilog
module fFunction(r, subkey, foutput);
	input [31:0]r;
	input [47:0]subkey;
	output [31:0]foutput;
	wire [47:0]exP;
	wire [47:0]keyXexP;
	wire [47:0]preSBox;
	wire [47:0]postSBox;
	wire [3:0]n1, n2, n3, n4, n5, n6, n7, n8;
	assign exP = {r[0], r[31], r[30], r[29], r[28], r[27], 
						r[28], r[27], r[26], r[25], r[24], r[23], 
						r[24], r[23], r[22], r[21], r[20], r[19], 
						r[20], r[19], r[18], r[17], r[16], r[15], 
						r[16], r[15], r[14], r[13], r[12], r[11], 
						r[12], r[11], r[10], r[9], r[8], r[7], 
						r[8], r[7], r[6], r[5], r[4], r[3], 
						r[4], r[3], r[2], r[1], r[0], r[31]};
	assign keyXexP = subkey ^ exP;  
	assign preSBox = {keyXexP[0], keyXexP[1], keyXexP[2], keyXexP[3], keyXexP[4], keyXexP[5], keyXexP[6], keyXexP[7], 
				keyXexP[8], keyXexP[9], keyXexP[10], keyXexP[11], keyXexP[12], keyXexP[13], keyXexP[14], keyXexP[15], 
				keyXexP[16], keyXexP[17], keyXexP[18], keyXexP[19], keyXexP[20], keyXexP[21], keyXexP[22], keyXexP[23], 
				keyXexP[24], keyXexP[25], keyXexP[26], keyXexP[27], keyXexP[28], keyXexP[29], keyXexP[30], keyXexP[31],
				keyXexP[32], keyXexP[33], keyXexP[34], keyXexP[35], keyXexP[36], keyXexP[37], keyXexP[38], keyXexP[39],	
				keyXexP[40], keyXexP[41], keyXexP[42], keyXexP[43], keyXexP[44], keyXexP[45], keyXexP[46], keyXexP[47]};	
	parameter S1 = {4'd14, 4'd4, 4'd13, 4'd1, 4'd2, 4'd15, 4'd11, 4'd8, 4'd3, 4'd10, 4'd6, 4'd12, 4'd5, 4'd9, 4'd0, 4'd7, 
						4'd0, 4'd15, 4'd7, 4'd4, 4'd14, 4'd2, 4'd13, 4'd1, 4'd10, 4'd6, 4'd12, 4'd11, 4'd9, 4'd5, 4'd3, 4'd8, 
						4'd4, 4'd1, 4'd14, 4'd8, 4'd13, 4'd6, 4'd2, 4'd11, 4'd15, 4'd12, 4'd9, 4'd7, 4'd3, 4'd10, 4'd5, 4'd0, 
						4'd15, 4'd12, 4'd8, 4'd2, 4'd4, 4'd9, 4'd1, 4'd7, 4'd5, 4'd11, 4'd3, 4'd14, 4'd10, 4'd0, 4'd6, 4'd13};
	parameter S2 = {4'd15, 4'd1, 4'd8, 4'd14, 4'd6, 4'd11, 4'd3, 4'd4, 4'd9, 4'd7, 4'd2, 4'd13, 4'd12, 4'd0, 4'd5, 4'd10, 
						4'd3, 4'd13, 4'd4, 4'd7, 4'd15, 4'd2, 4'd8, 4'd14, 4'd12, 4'd0, 4'd1, 4'd10, 4'd6, 4'd9, 4'd11, 4'd5, 
						4'd0, 4'd14, 4'd7, 4'd11, 4'd10, 4'd4, 4'd13, 4'd1, 4'd5, 4'd8, 4'd12, 4'd6, 4'd9, 4'd3, 4'd2, 4'd15, 
						4'd13, 4'd8, 4'd10, 4'd1, 4'd3, 4'd15, 4'd4, 4'd2, 4'd11, 4'd6, 4'd7, 4'd12, 4'd0, 4'd5, 4'd14, 4'd9 };
	parameter S3 = {4'd10, 4'd0, 4'd9, 4'd14, 4'd6, 4'd3, 4'd15, 4'd5, 4'd1, 4'd13, 4'd12, 4'd7, 4'd11, 4'd4, 4'd2, 4'd8, 
						4'd13, 4'd7, 4'd0, 4'd9, 4'd3, 4'd4, 4'd6, 4'd10, 4'd2, 4'd8, 4'd5, 4'd14, 4'd12, 4'd11, 4'd15, 4'd1, 
						4'd13, 4'd6, 4'd4, 4'd9, 4'd8, 4'd15, 4'd3, 4'd0, 4'd11, 4'd1, 4'd2, 4'd12, 4'd5, 4'd10, 4'd14, 4'd7, 
						4'd1, 4'd10, 4'd13, 4'd0, 4'd6, 4'd9, 4'd8, 4'd7, 4'd4, 4'd15, 4'd14, 4'd3, 4'd11, 4'd5, 4'd2, 4'd12 };
	parameter S4 = {4'd7, 4'd13, 4'd14, 4'd3, 4'd0, 4'd6, 4'd9, 4'd10, 4'd1, 4'd2, 4'd8, 4'd5, 4'd11, 4'd12, 4'd4, 4'd15, 
						4'd13, 4'd8, 4'd11, 4'd5, 4'd6, 4'd15, 4'd0, 4'd3, 4'd4, 4'd7, 4'd2, 4'd12, 4'd1, 4'd10, 4'd14, 4'd9, 
						4'd10, 4'd6, 4'd9, 4'd0, 4'd12, 4'd11, 4'd7, 4'd13, 4'd15, 4'd1, 4'd3, 4'd14, 4'd5, 4'd2, 4'd8, 4'd4, 
						4'd3, 4'd15, 4'd0, 4'd6, 4'd10, 4'd1, 4'd13, 4'd8, 4'd9, 4'd4, 4'd5, 4'd11, 4'd12, 4'd7, 4'd2, 4'd14 };
	parameter S5 = {4'd2, 4'd12, 4'd4, 4'd1, 4'd7, 4'd10, 4'd11, 4'd6, 4'd8, 4'd5, 4'd3, 4'd15, 4'd13, 4'd0, 4'd14, 4'd9, 
						4'd14, 4'd11, 4'd2, 4'd12, 4'd4, 4'd7, 4'd13, 4'd1, 4'd5, 4'd0, 4'd15, 4'd10, 4'd3, 4'd9, 4'd8, 4'd6, 
						4'd4, 4'd2, 4'd1, 4'd11, 4'd10, 4'd13, 4'd7, 4'd8, 4'd15, 4'd9, 4'd12, 4'd5, 4'd6, 4'd3, 4'd0, 4'd14, 
						4'd11, 4'd8, 4'd12, 4'd7, 4'd1, 4'd14, 4'd2, 4'd13, 4'd6, 4'd15, 4'd0, 4'd9, 4'd10, 4'd4, 4'd5, 4'd3 };
	parameter S6 = {4'd12, 4'd1, 4'd10, 4'd15, 4'd9, 4'd2, 4'd6, 4'd8, 4'd0, 4'd13, 4'd3, 4'd4, 4'd14, 4'd7, 4'd5, 4'd11, 
						4'd10, 4'd15, 4'd4, 4'd2, 4'd7, 4'd12, 4'd9, 4'd5, 4'd6, 4'd1, 4'd13, 4'd14, 4'd0, 4'd11, 4'd3, 4'd8, 
						4'd9, 4'd14, 4'd15, 4'd5, 4'd2, 4'd8, 4'd12, 4'd3, 4'd7, 4'd0, 4'd4, 4'd10, 4'd1, 4'd13, 4'd11, 4'd6, 
						4'd4, 4'd3, 4'd2, 4'd12, 4'd9, 4'd5, 4'd15, 4'd10, 4'd11, 4'd14, 4'd1, 4'd7, 4'd6, 4'd0, 4'd8, 4'd13 };
	parameter S7 = {4'd4, 4'd11, 4'd2, 4'd14, 4'd15, 4'd0, 4'd8, 4'd13, 4'd3, 4'd12, 4'd9, 4'd7, 4'd5, 4'd10, 4'd6, 4'd1, 
						4'd13, 4'd0, 4'd11, 4'd7, 4'd4, 4'd9, 4'd1, 4'd10, 4'd14, 4'd3, 4'd5, 4'd12, 4'd2, 4'd15, 4'd8, 4'd6, 
						4'd1, 4'd4, 4'd11, 4'd13, 4'd12, 4'd3, 4'd7, 4'd14, 4'd10, 4'd15, 4'd6, 4'd8, 4'd0, 4'd5, 4'd9, 4'd2, 
						4'd6, 4'd11, 4'd13, 4'd8, 4'd1, 4'd4, 4'd10, 4'd7, 4'd9, 4'd5, 4'd0, 4'd15, 4'd14, 4'd2, 4'd3, 4'd12 };
	parameter S8 = {4'd13, 4'd2, 4'd8, 4'd4, 4'd6, 4'd15, 4'd11, 4'd1, 4'd10, 4'd9, 4'd3, 4'd14, 4'd5, 4'd0, 4'd12, 4'd7, 
						4'd1, 4'd15, 4'd13, 4'd8, 4'd10, 4'd3, 4'd7, 4'd4, 4'd12, 4'd5, 4'd6, 4'd11, 4'd0, 4'd14, 4'd9, 4'd2, 
						4'd7, 4'd11, 4'd4, 4'd1, 4'd9, 4'd12, 4'd14, 4'd2, 4'd0, 4'd6, 4'd10, 4'd13, 4'd15, 4'd3, 4'd5, 4'd8, 
						4'd2, 4'd1, 4'd14, 4'd7, 4'd4, 4'd10, 4'd8, 4'd13, 4'd15, 4'd12, 4'd9, 4'd0, 4'd3, 4'd5, 4'd6, 4'd11 };
	assign n1 = S1[255 - {preSBox[0], preSBox[5], preSBox[1], preSBox[2], preSBox[3], preSBox[4]} * 4 -:4];
	assign n2 = S2[255 - {preSBox[6], preSBox[11], preSBox[7], preSBox[8], preSBox[9], preSBox[10]} * 4 -:4];
	assign n3 = S3[255 - {preSBox[12], preSBox[17], preSBox[13], preSBox[14], preSBox[15], preSBox[16]} * 4 -:4];
	assign n4 = S4[255 - {preSBox[18], preSBox[23], preSBox[19], preSBox[20], preSBox[21], preSBox[22]} * 4 -:4];
	assign n5 = S5[255 - {preSBox[24], preSBox[29], preSBox[25], preSBox[26], preSBox[27], preSBox[28]} * 4 -:4];
	assign n6 = S6[255 - {preSBox[30], preSBox[35], preSBox[31], preSBox[32], preSBox[33], preSBox[34]} * 4 -:4];
	assign n7 = S7[255 - {preSBox[36], preSBox[41], preSBox[37], preSBox[38], preSBox[39], preSBox[40]} * 4 -:4];
	assign n8 = S8[255 - {preSBox[42], preSBox[47], preSBox[43], preSBox[44], preSBox[45], preSBox[46]} * 4 -:4];
	assign postSBox = {n1, n2, n3, n4, n5, n6, n7, n8};
	assign foutput = {postSBox[16], postSBox[25], postSBox[12], postSBox[11], 
							postSBox[3], postSBox[20], postSBox[4], postSBox[15], 
							postSBox[31], postSBox[17], postSBox[9], postSBox[6], 
							postSBox[27], postSBox[14], postSBox[1], postSBox[22], 
							postSBox[30], postSBox[24], postSBox[8], postSBox[18], 
							postSBox[0], postSBox[5], postSBox[29], postSBox[23], 
							postSBox[13], postSBox[19], postSBox[2], postSBox[26], 
							postSBox[10], postSBox[21], postSBox[28], postSBox[7] };
endmodule
```

## flow/config.mk

```make
export PLATFORM = sky130hd
export DESIGN_NAME = fFunction
export DESIGN_NICKNAME = fFunction
export VERILOG_FILES = /design/flow/design.v
export SDC_FILE = /design/flow/constraint.sdc
export NUM_CORES = 4
export LEC_CHECK = 1
export CORE_UTILIZATION = 50
```

## flow/run.sh

```bash
#!/bin/bash
# OpenROAD 26Q1-2900-gdf79404cd8, Yosys 0.63+post, stock flow scripts
make -C /OpenROAD-flow-scripts/flow DESIGN_CONFIG=/design/flow/config.mk WORK_HOME=/design/flow/orfs finish
```

## flow/constraint.sdc

```tcl
current_design fFunction

set clk_period 5.1
set clk_io_pct 0.2

create_clock -name clk0 -period $clk_period

set non_clock_inputs [all_inputs -no_clocks]
set_input_delay [expr $clk_period * $clk_io_pct] -clock clk0 $non_clock_inputs
set_output_delay [expr $clk_period * $clk_io_pct] -clock clk0 [all_outputs]
```

==> ci_impl_report.md <==
## Synthesis and layout report

| Metric | Value |
|---|---|
| Grt peak-use layer | met2 |
| Pin count of the biggest net entering global routing | 46 |
| Via count | 13900 |
| DR DRC count | 0 |
| Antenna cells | 0 |
| Sw Pwr | 1.41 mW |
| Unrepaired setup endpoints after global routing | true |
| Critical-path maximum fanout | 19 |
| Synthesized area | 9810 um^2 |
| FP Rows | 50 |
| Core Region | 19000 um^2 |
| Combinational power share | 100.0% |
| Hold Crit Class | in2out |
| Fraction of layout cells with a size suffix above 1 | 14.8% |
| Met2 usage | 53.6% |
| Share of total power in the clock network | 0% |
| GR met3 Demand/Resource | 5.11% |
| Crit path kind | in2out |
| Total tool warning count | 54 |
| Yosys top cell by instances | nand2_1 |
| Num ports | 112 |
| Top-area cell share | 9.28% |
| Global-route wire length before repair | 59.7 mm |
| Cycle use final | 97.9% |
| Worst vdd ir | 0.130 mV |
| Final core utilization | 65.8% |
| Vias/cell | 6.72 |
| Die width | 142 um |
| Final setup violation count | 0 |
| Startpoint Class | input port |
| Hold-fix buffers, CTS | 0 |
| Ys cells | 1663 |
| CP Data Required Time | 4080 ps |
| Worst-Margin Slew | 839 ps |
| Setup_tns | 0 ps |
| F_max | 0.200 GHz |
| Die area | 20200 um^2 |
| GRT overflow | 0 |
| Cells after synthesis | 1663 |
| Yosys stat chip area | 9810 um^2 |
| Max cap viols | 0 |
| Met1 GRT Util | 53.3% |
| 1st-iter DRT viols | 1434 |
| Port buffer count | 112 |
| Synthesis warning total | 0 |
| Initial antenna violation count | 1 |
| Synthesis-to-finish area growth | 27.1% |
| Register share after synthesis | 0% |
| Post-synth top area cell | a21oi_1 |
| Clock buffer cells | 0 |
| Pins over their slew limit | 0 |
| Total GRT Usage | 35.7% |
| Vias in the first global route | 11800 |
| DP HPWL | 26.8 mm |
| Switch share | 55.7% |
| LEAKAGE | 4.52 nW |
| Die H | 142 um |
| Pwr per Cell Area | 203 nW/um^2 |
| Wirelength per Cell | 17.7 um |
| P_int | 1.12 mW |
| Min Tclk post-route | 4990 ps |
| Netlist cell types | 82 |
| 1st-pass router iterations | 6 |
| Seq pwr share | 0% |
| Element type at the critical path end | primary output |
| Power, Total | 2.53 mW |
| Synthesized area per cell | 5.90 um^2 |
| Slew headroom | 43.8% |
| Top cells by count, synth | 201 x nand2_1, 182 x a21oi_1, 177 x nor2_1 |
| Routed wire length | 36.8 mm |
| FF/Latch Area | 0 um^2 |
| FP Core Util | 51.8% |
| Routability cong. | 1.03 |
| Antenna Nets Post-Route | 0 |
| CP Data Arrival Time | 3970 ps |
| Seq cells | 0 |
| Main area contributors | a21oi_1 9.3%, o21ai_0 9.0%, nand2_1 7.7% |
| Fin. Hold Viols | 0 |
| Outcome | finished clean |
[layout by cell type (no fill, tap or decap), types with 10 or more instances in the layout]
master / count
nand2_1: 201
buf_4: 184
a21oi_1: 182
nor2_1: 177
o21ai_0: 174
clkdlybuf4s50_1: 112
nor3_1: 79
nand3_1: 66
xnor2_1: 56
o22ai_1: 42
a211oi_1: 37
o211ai_1: 34
a31oi_1: 33
xor2_1: 30
a221oi_1: 24
o221ai_1: 21
ha_1: 21
xnor2_2: 19
a22oi_1: 17
inv_1: 15
o31ai_1: 15
nand4_1: 14
nor4_1: 11
o32ai_1: 10
or3_1: 10
a2111oi_0: 10
[final cells by class]
type                       instances  area [um^2]
multi-input combinational       1480         9390
timing repair buffer             307         2660
inverter                          27          104
tap                              260          325
fill                            1694         6480
[worst max-delay path, cell delays in order]
cell             delay, ps
clkdlybuf4s50_1        530
xor2_2                 250
buf_4                  290
ha_1                   350
o21ai_0                420
o32a_1                 260
a21oi_1                 50
o32ai_1                280
clkdlybuf4s50_1        520
[cells by family (layout without fill, tap and decap cells)]
group	count (synthesis)	count (layout)	share of synthesized area, %
compound gates	725	725	48.1
xor+xnor	125	125	13.1
fa+ha+maj	29	29	3.70
buf+inv	183	334	7.42
mux	11	11	1.30
simple gates	590	590	26.4
[power groups by stage]
stage / registers [mW] / logic (mW) / clock network, mW
4_1_cts: 0 / 2.43 / 0
5_1_grt: 0 / 2.75 / 0
6_report: 0 / 2.53 / 0
[layer usage]
layer / up-vias / part of all wire (%)
met1: 6205 / 42
met2: 970 / 43
met3: 109 / 12
li1: 6659 / -
met4: 2 / 2.4
met5: - / 0.022
[through the flow]
| step | hold WS (ps) | area [um^2] | instances | worst slack (ps) |
|---|---|---|---|---|
| after floorplan | 2320 | 9810 | 1663 | 526 |
| after global placement | 3340 | 12200 | 2068 | -29.5 |
| after detailed placement | 3350 | 12200 | 2068 | -64.4 |
| after CTS | 3360 | 12200 | 2068 | 45.6 |
| after global routing | 3460 | 12500 | 2074 | -99.1 |
| final | 3380 | 12500 | 2074 | 106 |
[path summary, 6_finish.rpt]
kind / slack (ps) / depth (start not counted) / start / end
max: 110 / 9 / r[12] / foutput[24]
min: 3380 / 5 / subkey[17] / foutput[21]
[timing repair]
action / CTS / global route
gates cloned: 0 / 2
endpoints found under the setup margin: 2 / 27
gates resized: 3 / 38
setup buffers: 0 / 4
pin swaps: 0 / 7
Power figures rest on the tool's default switching activity, not on a simulated workload.
